**flow/run.sh**
```bash
#!/bin/bash
# OpenROAD 26Q1-2900-gdf79404cd8, Yosys 0.63+post, stock flow scripts
make -C /OpenROAD-flow-scripts/flow DESIGN_CONFIG=/design/flow/config.mk WORK_HOME=/design/flow/orfs finish
```
**flow/config.mk**
```make
export PLATFORM = sky130hd
export DESIGN_NAME = skid_fallthrough
export DESIGN_NICKNAME = skid_fallthrough
export VERILOG_FILES = /design/flow/design.v
export SDC_FILE = /design/flow/constraint.sdc
export NUM_CORES = 4
export LEC_CHECK = 1
export CORE_UTILIZATION = 30
```
**flow/constraint.sdc**
```tcl
current_design skid_fallthrough

set clk_period 3.5
set clk_io_pct 0.2

create_clock -name clk0 -period $clk_period [get_ports {clk}]

set non_clock_inputs [all_inputs -no_clocks]
set_input_delay [expr $clk_period * $clk_io_pct] -clock clk0 $non_clock_inputs
set_output_delay [expr $clk_period * $clk_io_pct] -clock clk0 [all_outputs]
```
**flow/design.v**
```verilog
`default_nettype none
module skid_fallthrough
  #(parameter
    DATA_WIDTH = 32)
   (input  wire                     clk,
    input  wire                     rst,
    input  wire [DATA_WIDTH-1:0]    fifo_data,
    input  wire                     fifo_empty,
    output reg                      fifo_pop,
    output reg  [DATA_WIDTH-1:0]    dn_bus,
    output reg                      dn_val,
    input  wire                     dn_rdy
);
    reg                     fifo_val;
    reg  [DATA_WIDTH-1:0]   skid_data;
    reg                     skid_val;
    wire                    dn_active;
    wire                    dn_val_i;
    wire [DATA_WIDTH-1:0]   dn_bus_i;
    always @(posedge clk)
        if      (rst)       fifo_val <= 1'b0;
        else if (fifo_pop)  fifo_val <= ~fifo_empty;
    always @(posedge clk)
        skid_data <= dn_bus_i;
    always @(posedge clk)
        if (rst)    skid_val <= 1'b0;
        else        skid_val <= dn_val_i & ~dn_active;
    assign dn_bus_i = fifo_pop ? fifo_data  : skid_data;
    assign dn_val_i = fifo_pop ? fifo_val   : skid_val;
    always @(posedge clk)
        if (rst)    fifo_pop <= 1'b0;
        else        fifo_pop <= dn_active;
    always @(posedge clk)
        if      (rst)       dn_val <= 1'b0;
        else if (dn_active) dn_val <= dn_val_i;
    always @(posedge clk)
        if (dn_active) dn_bus <= dn_bus_i;
    assign dn_active = ~dn_val | dn_rdy;
endmodule
`default_nettype wire
```
==> reports/results.ini <==
[final_layout]
area_growth_syn_to_layout_pct=40.5
drive_gt1_frac=0.247
layout.filler_cells=653
finalInstanceArea_um2=3180
logic_area_um2=512
final-seq-area_um2=1680
layout.cells.non_filler=293
end_of_flow_core_utilization=0.438
mostFrequentLayoutCells=sky130_fd_sc_hd__clkdlybuf4s50_1 (69), sky130_fd_sc_hd__dfxtp_1 (35), sky130_fd_sc_hd__edfxtp_1 (32)
layout_top_cell_excl_fill_tap=sky130_fd_sc_hd__clkdlybuf4s50_1

[global_routing]
gr-total-overflow=0
grt_start_max_net_pins=36
first_global_vias=1067
grt_pass1_wl_um=5220
groute.usage.overall=0.0918
number_of_antenna_violations_at_the_first_check_in_global_routing=0

[final_timing]
timing.setup.tns_ns=0
max_freq_mhz=507
hold_violations=0
worst_slew_pin_slew_ns=0.735
setup-violations-final=0
post-route-min-period_ns=1.97
finalMaxSlewViolations=0
unrepaired_setup_endpoints_after_global_routing=false
finalClockPeriodUsage=0.563
fin_skew_ns=0.00535
slew-limit-headroom=0.510

[pwr]
p_int_uw=1360
power_frac_seq=0.567
power.density_nw_per_um2=532
power_switching_uw=331
total_power_uw=1690
peakVddDrop_uv=146
comb_power_share=0.129
clock_power_share=0.304
switching_share_of_power=0.196
static-leakage-power_uw=0.00126

[critical_path]
r2r_end=dn_bus[0]$_DFFE_PP_
worstPathCellList=clkdlybuf4s50_1 -> nand2b_2 -> buf_4
worst_path_largest_cell_delay_ns=0.59
r2r_start=fifo_pop$_SDFF_PP0_
critPathLaunchType=input pin
timing.critical_path.fanout_max=31
cp-startpoint=dn_rdy
critical-path-slowest-cell=sky130_fd_sc_hd__nand2b_2
timing.reg2reg.setup_slack_ns=1.98
required_time_at_the_endpoint_of_the_critical_path_ns=3.54
end_kind=flip-flop
worst-r2r-cell-count=2
arrival_ns=2.01
crit_type=input pin to flip-flop

[flow_run]
cap_violations=0
log.warning_count=25

[worst_hold_path]
timing.hold.worst.start=skid_data[5]$_DFF_P_
hold-path-cell-count=1
whs_endpoint=skid_data[5]$_DFF_P_
hp-class=flip-flop to flip-flop

[synthesis]
xor_area_frac=0
synth_compound_gate_area_share=0.00553
synth.yosys.seq_area_share=0.743
synth-adder-area-share=0
netlist_instances=111
yosys.cell_types.count=13
post_synth_instance_area_um2=2260
synth_area_per_cell_um2=20.4
post_synth_simple_gate_area=0.00940
synth.mux.area_fraction=0.210
yosys-dominant-comb-family=multiplexers
ys_cells=111
synth_flops=68
yosys-stat-area_um2=2260
yosysWarnings=1

[clock_tree]
clock_insertion_delay_worst_skew_ns=0.33
cts_buffer_depth=2
clk_pin_slew_worst_setup_hold_paths_ns=0.06
cts_resized=0
htreeDepth=3
cts_setup_buffers=0
numCtsBuffers=9
cts_hold_repair_buffers=0
cts.sinks=68
tritoncts_clock_tree=done
clk_root_buffer_cell=sky130_fd_sc_hd__clkbuf_8

[floorplanning]
die_w_um=88.8
core_util_floorplan=0.312
fp-row-count=31
core-area_um2=7250
die_h_um=88.8
die_size_um2=7890
ios=70

[placed_design]
numPlacedInstances=277
port-buffer-count=69
placed_area_um2=3020
place_congestion=0.681

[routing]
post_drt_via_cell_ratio=3.78
wl_per_cell_um=12.2
diodes=0
drc=0
drt-pass1-iter-count=4
routed-via-count=1107
drt-initial-drc-count=44
route.antenna.remaining_nets=0
drt-total-wl_um=3570

[status]
status=complete, no violations

==> critical path: cells and delay by family <==
family | cells | cell delay (ns)
buffers and inverters | 2 | 0.70
and+or+nand+nor | 1 | 0.59
==> stage by stage <==
step / hold slack [ns] / worst slack, ns
global route: 0.484 / 1.46
global placement: 0.452 / 1.13
detailed placement: 0.456 / 1.14
finish: 0.469 / 1.53
floorplan: 0.445 / 1.54
CTS: 0.472 / 1.50
==> cells by family after synthesis <==
kind of cell | count (synthesis)
multiplexers | 33
AND/OR/NAND/NOR | 4
flip-flops | 68
AND-OR/OR-AND | 2
buffers and inverters | 4
==> metal layers <==
layer	vias to the layer above	GRT usage	wire length (um)
met5	-	0	0
met4	0	0.0293	95
met3	8	0.0227	202
met2	36	0.140	1670
met1	502	0.135	1600
li1	561	-	-
==> how the worst max path moves through the flow <==
stage,end,slack (ns),depth (start not counted)
after global routing,dn_bus[21]$_DFFE_PP_,1.46,3
after CTS,dn_bus[21]$_DFFE_PP_,1.50,3
final,dn_bus[21]$_DFFE_PP_,1.53,3
==> power groups by stage <==
stage | logic (uW) | registers, uW | clock network [uW]
CTS | 222 | 960 | 537
global route | 236 | 968 | 573
finish | 218 | 959 | 514
==> area by class of cell <==
type,instances,area share
Sequential cell,68,0.530
Clock buffer,13,0.0437
Timing Repair Buffer,71,0.222
Multi-Input combinational cell,39,0.161
Clock inverter,3,0.00472
Tap cell,99,0.0390
==> sequential cells by signal (all words and copies together) (netlist names) <==
name / count
skid_data: 32
dn_val: 1
skid_val: 1
fifo_pop: 1
dn_bus: 32
fifo_val: 1
==> synth_stat cells <==
library cell / number / area [um2]
sky130_fd_sc_hd__edfxtp_1: 32 / 961
sky130_fd_sc_hd__buf_12: 3 / 60.1
sky130_fd_sc_hd__a21oi_1: 1 / 5.00
sky130_fd_sc_hd__nor2_1: 1 / 3.75
sky130_fd_sc_hd__buf_6: 1 / 11.3
sky130_fd_sc_hd__dfxtp_1: 36 / 721
sky130_fd_sc_hd__nand2b_1: 1 / 6.26
sky130_fd_sc_hd__nor2b_1: 1 / 6.26
sky130_fd_sc_hd__a211oi_1: 1 / 7.51
sky130_fd_sc_hd__nor3_1: 1 / 5.00
sky130_fd_sc_hd__mux2_2: 4 / 45.0
sky130_fd_sc_hd__mux2_4: 28 / 420
sky130_fd_sc_hd__mux2i_1: 1 / 10.0
Power figures rest on the tool's default switching activity, not on a simulated workload.
