==> /design/flow/design.v <==
`default_nettype none
module skid_register
  #(parameter
    DATA_WIDTH = 32)
   (input  wire                     clk,
    input  wire                     rst,
    input  wire [DATA_WIDTH-1:0]    up_bus,
    input  wire                     up_val,
    output reg                      up_rdy,
    output reg  [DATA_WIDTH-1:0]    dn_bus,
    output reg                      dn_val,
    input  wire                     dn_rdy
);
    reg  [DATA_WIDTH-1:0]   skid_bus;
    reg                     skid_val;
    wire                    dn_active;
    wire                    dn_val_i;
    wire [DATA_WIDTH-1:0]   dn_bus_i;
    always @(posedge clk)
        skid_bus <= dn_bus_i;
    always @(posedge clk)
        if (rst)    skid_val <= 1'b0;
        else        skid_val <= dn_val_i & ~dn_active;
    assign dn_bus_i = up_rdy ? up_bus : skid_bus;
    assign dn_val_i = up_rdy ? up_val : skid_val;
    always @(posedge clk)
        if      (rst)               up_rdy <= 1'b0;
        else if (dn_rdy | up_val)   up_rdy <= dn_active;
    always @(posedge clk)
        if      (rst)       dn_val <= 1'b0;
        else if (dn_active) dn_val <= dn_val_i;
    always @(posedge clk)
        if (dn_active) dn_bus <= dn_bus_i;
    assign dn_active = ~dn_val | dn_rdy;
endmodule
`default_nettype wire
==> /design/flow/run.sh <==
#!/bin/bash
# OpenROAD 26Q1-2900-gdf79404cd8, Yosys 0.63+post, stock flow scripts
make -C /OpenROAD-flow-scripts/flow DESIGN_CONFIG=/design/flow/config.mk WORK_HOME=/design/flow/orfs finish
==> /design/flow/config.mk <==
export PLATFORM = sky130hd
export DESIGN_NAME = skid_register
export DESIGN_NICKNAME = skid_register
export VERILOG_FILES = /design/flow/design.v
export SDC_FILE = /design/flow/constraint.sdc
export NUM_CORES = 4
export LEC_CHECK = 1
export CORE_UTILIZATION = 40
==> /design/flow/constraint.sdc <==
current_design skid_register

set clk_period 2.1
set clk_io_pct 0.2

create_clock -name clk0 -period $clk_period [get_ports {clk}]

set non_clock_inputs [all_inputs -no_clocks]
set_input_delay [expr $clk_period * $clk_io_pct] -clock clk0 $non_clock_inputs
set_output_delay [expr $clk_period * $clk_io_pct] -clock clk0 [all_outputs]
==> results.sh <==
# source this file to load flow results
export IMPL_common_cells="35 x sky130_fd_sc_hd__dfxtp_1, 32 x sky130_fd_sc_hd__edfxtp_1, 30 x sky130_fd_sc_hd__mux2_4, 3 x sky130_fd_sc_hd__buf_12, 3 x sky130_fd_sc_hd__nand2b_1"
export IMPL_clock_sink_count=67
export IMPL_grt_util_all_layers_pct=13.0
export IMPL_post_synth_xor_area_fraction_pct=0
export IMPL_min_delay_start="skid_bus[1]"
export IMPL_post_synth_ao_oa_area_fraction_pct=0.499
export IMPL_die_size_y_um=77.1
export IMPL_yosys_stat_chip_area_sq_um=2250
export IMPL_topCombFamilyByArea="multiplexers"
export IMPL_fin_crit_ps=1870
export IMPL_worst_path_dominant_cell_family="flip-flops"
export IMPL_top_cells_by_area="sky130_fd_sc_hd__edfxtp_1 43%, sky130_fd_sc_hd__dfxtp_1 31%, sky130_fd_sc_hd__mux2_4 20%"
export IMPL_synth_simple_gate_area_share_pct=1.05
export IMPL_post_synth_tally_of_flip_flops_with_integrated_enable=32
export IMPL_timing_critical_path_cells="clkdlybuf4s50_1"
export IMPL_rsz0062_at_grt="no"
export IMPL_design_die_area_sq_um=5940
export IMPL_io_buffers=69
export IMPL_drt_iter0_markers=23
export IMPL_numCtsBuffers=9
export IMPL_worst_path_largest_cell_delay_ps=580
export IMPL_drive_gt1_share_pct=25.4
export IMPL_number_of_cell_rows=26
export IMPL_number_of_warnings_issued_by_yosys=1
export IMPL_maxCapViolations=0
export IMPL_ys_sh_adder_pct=0
export IMPL_cts_buffer_depth=2
export IMPL_max_clock_freq_mhz=534
export IMPL_fin_worst_skew_ps=10.9
export IMPL_drt_pass1_iter_count=3
export IMPL_muxShareOfSynthArea_pct=21.4
export IMPL_cts_resized=0
export IMPL_routedWlPerCell_um=13.0
export IMPL_design_core_area_sq_um=5270
export IMPL_place_hpwl_um=2210
export IMPL_synth_area_sq_um=2250
export IMPL_yosys_cell_types_count=12
export IMPL_grt_antenna_before_repair=0
export IMPL_report_final_slew_viol_count=0
export IMPL_setup_tns_final_ps=0
export IMPL_width_of_the_die_um=77.1
export IMPL_floorplan_io_pins=70
export IMPL_vias=1133
export IMPL_cp_data_required_time_ps=1680
export IMPL_grt_max_degree=35
export IMPL_first_global_vias=1175
export IMPL_ys_dominant_reg_cell="sky130_fd_sc_hd__dfxtp_1"
export IMPL_setup_viol=0
export IMPL_fillers=402
export IMPL_cpMaxStageDelayCell="sky130_fd_sc_hd__dfxtp_2"
export IMPL_timing_final_crit_share_pct=89.2
export IMPL_antenna_cells_inserted=0
export IMPL_tritoncts_clock_tree="done"
export IMPL_clk_latency_ps=330
export IMPL_total_routed_wirelength_um=3420
export IMPL_layout_area_comb_sq_um=520
export IMPL_synth_stat_cells=111
export IMPL_vias_per_cell=4.31
export IMPL_cts_hold_fix_buffers=0
export IMPL_area_delta_synth_final_pct=41.5
export IMPL_power_leakage_nw=1.28
export IMPL_seq_area_frac_synth_pct=73.7
export IMPL_openroad_warnings=25
export IMPL_max_vdd_ir_drop_v=0.000511
export IMPL_fp_core_util_pct=42.8
export IMPL_arrival_ps=1450
export IMPL_final_instance_count_excl_fill=263
export IMPL_async_reset_ff_share_pct=0
export IMPL_synthesized_area_per_cell_sq_um=20.3
export IMPL_relSlewSlack_pct=72.9
export IMPL_origin_of_the_worst_setup_path="up_rdy"
export IMPL_cts_htree_levels=3
export IMPL_largest_area_cell="sky130_fd_sc_hd__edfxtp_1"
export IMPL_gp_congestion=0.725
export IMPL_power_density_nw_per_um2=956
export IMPL_clk_root_buffer_cell="sky130_fd_sc_hd__clkbuf_8"
export IMPL_clk_transition_reported_paths_ps=60
export IMPL_post_place_cells=248
export IMPL_final_antenna_net_count=0
export IMPL_grt_pass1_wl_um=5520
export IMPL_report_final_hold_viol_count=0
export IMPL_post_cts_setup_buffers=0
export IMPL_post_synth_inst_count=111
export IMPL_numSynthFlops=67
export IMPL_hold_path_class="flop to flop"
export IMPL_seqCellArea_sq_um=1660
export IMPL_worst_path_fanout_max=12
export IMPL_globalRoute_totalOverflow=0
export IMPL_yosys_area_top_type_share_pct=42.6
export IMPL_remaining_drc_errors=0
export IMPL_path_buffers=1
export IMPL_critical_path_class="flop to primary output"
export IMPL_worst_slew_pin_transition_ps=407
export IMPL_start_kind="flop"
export IMPL_status="finished clean"
export IMPL_worstReg2RegStart="up_rdy"
export IMPL_yosys_cell_count_top_type="sky130_fd_sc_hd__dfxtp_1"
export IMPL_timing_critical_path_to_type="primary output"
kinds of logic (layout without fill, tap and decap cells):
kind of cell	Yosys count	in the layout
flops	67	67
simple gates	4	4
buf+inv	5	87
compound gates	2	2
mux	33	33
per-stage QoR:
| stage | instance area, sq um | hold WS [ps] | total power, mW | utilization, % | setup slack, ps |
|---|---|---|---|---|---|
| floorplan | 2250 | 445 | 1.82 | - | 436 |
| global placement | 3010 | 453 | 2.09 | 57.0 | 541 |
| detailed placement | 3010 | 455 | 2.10 | 57.0 | 517 |
| CTS | 3190 | 471 | 3.09 | 60.5 | 190 |
| global route | 3190 | 479 | 3.18 | 60.5 | 152 |
| finish | 3190 | 468 | 3.05 | 60.5 | 227 |
power by group:
part	internal (mW)	total (mW)	switching, mW
logic	0.341	0.429	0.0879
registers	1.58	1.64	0.0571
clock network	0.571	0.983	0.413
registers in the layout, summed over array words and instances, names as in the netlist:
name and cells:
dn_bus 32, dn_val 1, skid_val 1, up_rdy 1, skid_bus 32
cells in the final DEF (no fill, tap or decap), drive strengths merged:
master and instances:
clkdlybuf4s50 69, dfxtp 35, edfxtp 32, mux2 32, clkbuf 12, nand2b 3
clkinv 2, buf 2, mux2i 1, a21oi 1, inv 1, a31oi 1
nor3 1, bufinv 1
path summary, 6_finish.rpt:
path | end | cells past startpoint | slack, ps
setup / recovery | up_rdy | 1 | 230
hold / removal | skid_bus[1] | 1 | 470
setup reg to reg | dn_bus[5] | 2 | 650
hold reg to reg | skid_bus[1] | 1 | 470
final cells by class:
cell class / instances / area share [%]
Inverter: 1 / 0.118
Multi-Input combinational cell: 39 / 16.3
Timing Repair Buffer: 71 / 22.9
Sequential cell: 67 / 52.1
Tap cell: 70 / 2.75
Clock buffer: 12 / 4.55
Clock inverter: 3 / 1.25
routing by layer:
layer  share of wire (%)  up-vias  track usage, %
li1                    -      560               -
met1                  45      524            19.5
met2                  46       45            19.3
met3                 8.3        4            5.44
met4                 1.1        0            2.08
met5                   0        -               0
Power and IR drop assume default switching activity.
